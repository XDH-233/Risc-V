## /design/flow/run.sh

```bash
#!/bin/bash
# OpenROAD 26Q1-2900-gdf79404cd8, Yosys 0.63+post, stock flow scripts
make -C /OpenROAD-flow-scripts/flow DESIGN_CONFIG=/design/flow/config.mk WORK_HOME=/design/flow/orfs finish
```

## /design/flow/config.mk

```make
export PLATFORM = sky130hd
export DESIGN_NAME = ALUControl
export DESIGN_NICKNAME = ALUControl
export VERILOG_FILES = /design/flow/design.v
export SDC_FILE = /design/flow/constraint.sdc
export NUM_CORES = 4
export LEC_CHECK = 1
export CORE_AREA = 10 10 70 70
export DIE_AREA = 0 0 80 80
```

## /design/flow/constraint.sdc

```tcl
current_design ALUControl

set clk_period 2.6
set clk_io_pct 0.2

create_clock -name clk0 -period $clk_period

set non_clock_inputs [all_inputs -no_clocks]
set_input_delay [expr $clk_period * $clk_io_pct] -clock clk0 $non_clock_inputs
set_output_delay [expr $clk_period * $clk_io_pct] -clock clk0 [all_outputs]
```

## /design/flow/design.v

```verilog
module ALUControl (
  input      [1:0]    ALUop,
  input      [6:0]    funct7,
  input      [2:0]    funct3,
  output reg [3:0]    ALUCtrl 
);
  always @ (*) begin
    ALUCtrl = (4'b1111);
    if(((ALUop == (2'b00)) || (((ALUop == (2'b10)) && (funct7 == 7'h0)) && (funct7 == 7'h0))))begin
      ALUCtrl = (4'b0010);
    end
    if(((ALUop == (2'b01)) || (((ALUop == (2'b10)) && (funct7 == 7'h20)) && (funct3 == (3'b000)))))begin
      ALUCtrl = (4'b0110);
    end
    if((((ALUop == (2'b10)) && (funct3 == (3'b111))) && (funct7 == 7'h0)))begin
      ALUCtrl = (4'b0000);
    end
    if((((ALUop == (2'b10)) && (funct3 == (3'b110))) && (funct7 == 7'h0)))begin
      ALUCtrl = (4'b0001);
    end
  end
endmodule
```

==> impl_metrics.toml <==
# generated from flow reports
[outcome]
status = "complete, no violations"

[critical_path]
slowest_stage = "or4_4"
cp-end-kind = "primary output"
crit_type = "input pin to primary output"
path_max_fanout = 3
cp-start-kind = "input pin"
crit_arrival_ps = 2030
path_cells = "clkdlybuf4s50_1 > or4_4 > or3_4 > o21bai_2 > buf_2"
required_ps = 2080
slowest_delay_ps = 540

[detailed_routing]
wl_per_cell_um = 9.093
dr.pass1.iters = 2
drc = 0
wirelength_um = 682
vias_per_cell = 2.307
antenna_cells = 0
ant_nets = 0
drt_iter0_markers = 1
vias = 173

[floorplan]
io_pins = 16
fp.dieW_um = 80
dieArea_um2 = 6400
fp.coreArea_um2 = 3416
core.rowCount = 21
die_y_um = 80
initial_core_util_pct = 2.454

[grt]
grt_use_met1_pct = 3.230
met3_usage_pct = 1.250
top_usage_layer = "met1"
track_usage_pct = 1.963
grt_antenna_before_repair = 0
first_global_vias = 166
met2_usage_pct = 2.006
grt_overflow = 0
grt_max_degree = 4
grt_pass1_wl_um = 945

[clocking]
cts_setup_buffers = 0
cts_hold_buffers = 0

[cells_and_area]
drive_gt1_share_pct = 27.59
fillers = 413
regArea_um2 = 0
nClkBuffers = 0
final_cells = 75
postLayoutCoreUtil_pct = 9.231
seq_cells = 0
syn2layout_area_growth_pct = 276.1

[synth]
postSynthAreaPerCell_um2 = 8.383
yosysSeqAreaShare_pct = 0
yosys-stat-area_um2 = 83.83
yosys.area_share.simple_pct = 59.70
mux_share_pct = 0
syn-cell-area_um2 = 83.83
top_area_share_pct = 20.90
topCellsByArea = "o31a_1 (21%), or3_1 (15%), o21bai_2 (13%)"
ys_warn_count = 1
syn_inst = 10
top_area_cell = "o31a_1"
synth_cell_types = 8
yosys-top-cells-count = "o31a_1 (2), or3_1 (2)"
topCombFamilyByArea = "simple AND/OR/NAND/NOR gates"
xor_share_pct = 0
yosysCellCount = 10
synthAoiAreaFrac_pct = 40.30
synth_adder_area_share_pct = 0

[worst_hold_path]
min-delay-path-class = "input pin to primary output"
whs_path_depth = 4

[final_timing]
slew_headroom_pct = 92.71
final.setup.worst_slack_ps = 50.09
fin_hold_ws_ps = 1804
finalCritPeriodShare_pct = 98.07
hold_violations = 0
grt_setup_unrepaired = "no"
finalMaxSlewViolations = 0
max_freq_mhz = 392.2
setup_viol = 0
worstMarginPinSlew_ps = 109.1
period_minus_slack_ps = 2550

[placement]
place.gp.congestion = 0.7487
io_buffers = 16
place_ws_ps = -412.5
dp.cells = 75

[run]
warnings = 33
max-cap-violations = 0

[pwr]
power_density_nw_per_um2 = 104.4
peakVddDrop_v = 0.00002811
leakage_nw = 0.09859
==> layer usage <==
layer	routed length [µm]	vias to the layer above
met1	408	77
met3	90	0
met4	0	0
li1	-	83
met2	183	13
met5	0	-
==> power by group <==
group	leakage (nW)	switching (mW)	internal, mW
registers	0	0	0
clock network	0	0	0
logic	0.0986	0.00806	0.0249
==> placed cells by master, fill, tap and decap left out, drive strengths merged <==
master	n
clkdlybuf4s15	1
clkdlybuf4s50	12
nand4b	1
or3	3
nand2b	1
o31a	2
o21bai	1
o21ai	1
dlygate4sd2	1
or4	1
buf	5
==> cells by family (layout without fill, tap and decap cells) <==
family	Yosys count	in the layout
AOI/OAI and AO/OA	4	4
buffers and inverters	0	19
and+or+nand+nor	6	6
==> stage by stage <==
stage	setup TNS (ps)	power, mW	cell area [µm²]
after floorplan	0	0.005169	83.83
after global placement	-944.6	0.03431	324.1
after detailed placement	-989.9	0.03469	324.1
after CTS	-1.364	0.03331	317.8
after global routing	0	0.03569	315.3
final	0	0.03292	315.3
==> what timing repair did <==
item	in CTS	in global routing
gates resized	9	1
setup endpoints to repair	4	3
pin swaps	4	1
==> worst paths after layout <==
path | start | to | slack (ps)
min | funct3[0] | ALUCtrl[0] | 1800
max | funct7[2] | ALUCtrl[0] | 50
==> final cells by class <==
cell class / count / area, µm² / share of cell area, %
Timing Repair Buffer: 19 / 173.9 / 55.16
Tap cell: 46 / 57.56 / 18.25
Multi-Input combinational cell: 10 / 83.83 / 26.59
==> worst max-delay path: cells and delay by family <==
| family | cells | cell delay [ps] |
|---|---|---|
| AOI/OAI and AO/OA | 1 | 100 |
| buffers and inverters | 2 | 510 |
| and+or+nand+nor | 2 | 890 |
Power is estimated from default activity; no workload was simulated.
